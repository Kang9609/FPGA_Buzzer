--- /design/flow/run.sh ---
#!/bin/bash
# OpenROAD 26Q1-2900-gdf79404cd8, Yosys 0.63+post, stock flow scripts
make -C /OpenROAD-flow-scripts/flow DESIGN_CONFIG=/design/flow/config.mk WORK_HOME=/design/flow/orfs finish
--- /design/flow/config.mk ---
export PLATFORM = sky130hd
export DESIGN_NAME = fsm_buzzer
export DESIGN_NICKNAME = fsm_buzzer
export VERILOG_FILES = /design/flow/design.v
export SDC_FILE = /design/flow/constraint.sdc
export NUM_CORES = 4
export LEC_CHECK = 1
export CORE_UTILIZATION = 30
--- /design/flow/constraint.sdc ---
current_design fsm_buzzer

set clk_period 3.5
set clk_io_pct 0.2

create_clock -name clk0 -period $clk_period [get_ports {i_clk}]

set non_clock_inputs [all_inputs -no_clocks]
set_input_delay [expr $clk_period * $clk_io_pct] -clock clk0 $non_clock_inputs
set_output_delay [expr $clk_period * $clk_io_pct] -clock clk0 [all_outputs]
--- /design/flow/design.v ---
`timescale 1ns / 1ps
module fsm_buzzer(
    input i_clk,
    input i_reset,
    input [3:0] i_btn,
    output [15:0] o_freq,
    output [3:0] o_en
    );
    parameter IDLE = 0, SOUND1 = 1, SOUND2 = 2, SOUND3 = 3;
    reg [1:0] state = IDLE, next_state = IDLE;
    reg r_en = 0;
    reg [15:0] r_freq = 0;
    reg [31:0] time_counter;
    assign o_en = r_en;
    assign o_freq = r_freq;
    always @(posedge i_clk, posedge i_reset) begin
        if (i_reset) begin
            state <= IDLE;
            time_counter <= 0;
        end
        else begin
            if (state == IDLE) begin
                state <= next_state;
            end
            else begin
                if (time_counter == 49_999_999) begin
                    time_counter <= 0;
                    state <= next_state;
                end
                else begin
                    time_counter <= time_counter + 1;
                    state <= state;
                end
            end
        end
    end
    always @(state, i_btn) begin
        case (state)
            IDLE : begin
               if (i_btn[0]) begin
                    next_state <= SOUND1;
               end
               else if(i_btn[1]) begin
                    next_state <= SOUND2;
               end
               else if(i_btn[2]) begin
                    next_state <= SOUND3;
               end
               else begin
                    next_state <= IDLE;
               end               
            end
        endcase
    end
    always @(posedge i_clk) begin
        case (state)
            IDLE : begin
                r_en <= 1'b0;
            end
            SOUND1 : begin
                r_freq <= 1046;
                r_en <= 1'b1;                
            end
            SOUND2 : begin
                r_freq <= 1318;
                r_en <= 1'b1;                
            end
            SOUND3 : begin
                r_freq <= 1569;
                r_en <= 1'b1;                
            end
        endcase
    end
endmodule
==> flow_summary.toml <==
# implementation run metrics
[power]
p_int_w = 0.000715
irDropWorstVdd_v = 0.000177
switching_power_w = 0.000270
switching_share_pct = 27.4
finalPower_w = 0.000985
power_density_nw_per_um2 = 406
power.share.clock_pct = 30.2
power_frac_comb_pct = 11.3
p_seq_share_pct = 58.5
power_leakage_nw = 0.945

[clock_tree]
cts_buffer_depth = 2
cts-root-buf = "clkbuf_8"
post_cts_buffers = 0
clock_latency_ns = 0.29
cts_inserted_buffers = 5
cts_tree = "yes"
post_cts_resize_count = 0
cts.clk_slew.worst_paths_ns = 0.08
cts_max_level = 2
hold_buffers = 0

[global_route]
gr-total-overflow = 0
grt_start_max_net_pins = 35
grt_pass1_vias = 1511
grt_pass1_wl_um = 7180
antenna_found_initial = 0
track_usage_pct = 12.2

[die]
fp.coreArea_um2 = 6910
die_h_um = 87.0
die_w_um = 87.0
floorplan.core_util_pct = 31.4
pin_count = 26
floorplan.rows = 30
die_area_um2 = 7580

[placed_design]
gp_congestion = 0.822
dp.final_hpwl_um = 2840
placed_area_um2 = 2340
io_buffers = 13

[layout]
areaGrowthSynthToFinish_pct = 11.7
final_core_util_pct = 35.1
nFillCells = 707
final_design_area_no_fill_um2 = 2420
final_layout_size_suffix_gt1_share_pct = 4.66

[final_timing]
unclocked_pins = 2
slew_headroom_pct = 45.0
period_used_pct = 66.2
hold_violations = 0
setup_tns_ns = 0
worst_pin_slew_ns = 0.818
rsz0062_at_grt = "false"
untimed_endpoints = 2
min_period_ns = 2.32
finalSetupViolations = 0
skew_ns = 0.00911
max_freq_ghz = 0.432
report.final.slew_viol_count = 0

[routing]
vias = 1662
ant_nets = 0
diodes = 0
via_per_inst = 5.01
drt-wirelength-per-cell_um = 12.6
drt-initial-drc-count = 106
firstDrtPassIters = 4
drcViolationCount = 0
wl_um = 4170

[worst_setup_path]
worst_setup_path_start_kind = "flop"
crit_fanout = 16
crit_path_end_kind = "flop"
crit_chain = "nand3_2 > or4_1 > or4_1 > a21oi_1"
crit_cells = 4
reg2reg_depth = 4
crit_type = "reg2reg"
cp_slowest_stage_delay_ns = 0.84
worst-path-buf-inv = 0
cpLargestDelayFamily = "simple AND/OR/NAND/NOR gates"
critical_path_arrival_ns = 2.53
crit_slowest_cell = "or4_1"
required_ns = 3.72
crit_top_cell = "or4_1"

[status]
status = "complete, no violations"

[flow_run]
tool_warnings = 26
drv_cap = 0

[logic_synthesis]
top_cell_area_share_pct = 39.2
largest_area_cell = "dfrtp_1"
syn_area_um2 = 2170
yosys_cells = 223
synth_cell_types = 37
top_cells_by_count = "34 x dfrtp_1, 18 x nand2_1, 16 x nand3_1, 14 x buf_4, 13 x xnor2_1"
ys_warn_count = 1
synth.most_common_cell = "dfrtp_1"
top_cells_by_area = "dfrtp_1 39%, edfxtp_1 8.3%, xnor2_1 5.2%, buf_4 4.8%, nand3_1 3.7%"
synth_flops = 43
synth_cells = 223
yosys_area_um2 = 2170
synth_area_per_cell_um2 = 9.73
synth-main-ff-cell = "dfrtp_1"
ys_async_sr_fraction_pct = 79.1
synth-edff-count = 6

[worst_hold_path]
min_path_type = "reg2reg"
holdPathStages = 1
## layout by cell type (no fill, tap or decap), types with 2 or more instances in the layout
cell type / instances
nor4_1: 7
nor4b_1: 3
xnor2_1: 13
xor2_1: 3
nand3_1: 16
nor4bb_1: 2
inv_1: 8
nand2_1: 18
conb_1: 12
clkbuf_8: 5
nand4_1: 10
a21oi_1: 10
dfrtp_1: 34
o31ai_1: 5
buf_4: 2
clkbuf_1: 2
or3_1: 11
and3_1: 4
o211ai_1: 3
o21ai_0: 9
nor2_1: 9
clkdlybuf4s50_1: 13
and4_1: 2
nor3_1: 7
or4_1: 8
edfxtp_1: 6
dlxtn_1: 2
## cell families after synthesis
group	after synthesis	share of synthesized area [%]
AOI/OAI and AO/OA	33	9.34
xor gates and xnor gates	16	6.46
adders and majority gates	1	0.577
buffers and inverters	28	7.38
DFF	41	48.4
latches	2	1.38
other	2	0.346
and+or+nand+nor	100	26.1
## worst paths after layout
check	from	endpoint	slack, ns
setup / recovery	time_counter[2]	time_counter[19]	1.18
hold / removal	time_counter[6]	time_counter[6]	0.50
setup reg to reg	time_counter[2]	time_counter[19]	1.18
hold reg to reg	time_counter[6]	time_counter[6]	0.50
max in group asynchronous	i_reset	time_counter[25]	2.37
min in group asynchronous	i_reset	time_counter[2]	0.81
## power groups by stage
stage / clock [W] / sequential (W) / combinational (W)
CTS: 0.000310 / 0.000574 / 0.000113
global route: 0.000326 / 0.000585 / 0.000130
finish: 0.000298 / 0.000576 / 0.000111
## metal layers
| metal | global-route usage, % | wire (um) | share of wire [%] |
|---|---|---|---|
| met1 | 19.2 | 2060 | 49 |
| met3 | 2.98 | 228 | 5.5 |
| met2 | 18.1 | 1840 | 44 |
| met5 | 0 | 0 | 0 |
| met4 | 1.36 | 48 | 1.2 |
## layout make-up
type / count / area (um^2) / area share, %
Timing Repair Buffer: 15 / 145 / 5.99
Clock buffer: 7 / 76.3 / 3.15
Multi-Input combinational cell: 162 / 966 / 39.9
Tap cell: 96 / 120 / 4.96
Clock inverter: 1 / 5.00 / 0.207
Inverter: 8 / 30.0 / 1.24
Sequential cell: 43 / 1080 / 44.6
## through the flow
step	cells	hold WS, ns	setup slack, ns
floorplan	233	0.460	1.59
global placement	324	0.486	1.27
detailed placement	324	0.485	1.24
CTS	332	0.502	1.20
global route	332	0.516	1.03
finish	332	0.499	1.18
## worst reg2reg max path, delay by kind of cell, from the launching register on
kind	cells	cell delay, ns
compound gates	1	0.15
flops	1	0.47
simple gates	3	1.63
## registers in the layout, summed over array words and instances, names as in the netlist
name	cells
next_state	2
r_en	1
r_freq	6
state	2
time_counter	32
Power is estimated from default activity; no workload was simulated.
